==> flow/design.v <==
`timescale 1ns/1ps
package core_pkg;
typedef struct packed {
    logic        valid;
    logic [31:0] pc;
    logic [31:0] instr;
} if_id_t;
endpackage
`timescale 1ns/1ps
module regfile (
    input  logic        clk,
    input  logic        rst,
    input  logic [4:0]  rs1_addr,
    input  logic [4:0]  rs2_addr,
    output logic [31:0] rs1_data,
    output logic [31:0] rs2_data,
    input  logic        we,
    input  logic [4:0]  rd_addr,
    input  logic [31:0] rd_data
);
logic [31:0] regs [31:0];
assign rs1_data = (rs1_addr == 5'd0) ? 32'd0 : regs[rs1_addr];
assign rs2_data = (rs2_addr == 5'd0) ? 32'd0 : regs[rs2_addr];
always_ff @(posedge clk) begin
    if (rst) begin
        integer i;
        for (i = 0; i < 32; i++)
            regs[i] <= 32'd0;
    end
    else if (we && rd_addr != 5'd0) begin
        regs[rd_addr] <= rd_data;
    end
end
endmodule
==> flow/run.sh <==
#!/bin/bash
# OpenROAD 26Q1-2900-gdf79404cd8, Yosys 0.63+post, stock flow scripts
make -C /OpenROAD-flow-scripts/flow DESIGN_CONFIG=/design/flow/config.mk WORK_HOME=/design/flow/orfs finish
==> flow/config.mk <==
export PLATFORM = sky130hd
export DESIGN_NAME = regfile
export DESIGN_NICKNAME = regfile
export VERILOG_FILES = /design/flow/design.v
export SDC_FILE = /design/flow/constraint.sdc
export NUM_CORES = 4
export LEC_CHECK = 1
export CORE_UTILIZATION = 30
export SYNTH_HDL_FRONTEND = slang
==> flow/constraint.sdc <==
current_design regfile

set clk_period 19.7
set clk_io_pct 0.2

create_clock -name clk0 -period $clk_period [get_ports {clk}]

set non_clock_inputs [all_inputs -no_clocks]
set_input_delay [expr $clk_period * $clk_io_pct] -clock clk0 $non_clock_inputs
set_output_delay [expr $clk_period * $clk_io_pct] -clock clk0 [all_outputs]
==> run notes <==
fresh numbers from the pnr run: area share of the largest cell type after synthesis 56.7%, Sw Pwr about 1.3 mW, postcts setup bufs 0, Hold Buf Count CTS 0, Cell area leaders edfxtp_1 (57%), mux4_2 (20%), and2_1 (11%), Mean Syn Cell Area 15.5 sq um, Largest regs regs (1024), PD cells between 80 and 90 nW/um^2, routed via count 32.7k, largest reg by FF count regs, warning count from the yosys run 0, pins over their slew limit 0, clock buffer depth 3, clock power share 39.3%, CP Data Arrival Time 9020 ps, CTS tree yes, Setup TNS Final 0 ps, hold depth 2, Top Layout Cells edfxtp_1 (1024), and2_1 (994), mux4_2 (472), Root Driver clkbuf_16, mux share a little under a quarter, DPL Wire Length 110000 microns, Antenna Nets Post-Route 0, ys cells 3502, placed cell areas 58300 sq um, # port buffers 113, sequential power share between 40 and 50%, Finished Cell Area roughly 62000 sq um, XOR-XNOR Cells, Area Fraction 0%, Reg clk slew, reported paths 60 ps, Die Ht 427 microns, tool warnings 26, max reg flops about 1.0k, Inserted Clock Buffers 110, VDD IR max around 0.075 mV, Post-route DRC 0, final hold vios 0, Max Cap Viol 0, Seq cells post-synth 1024, Slew HR between 10% and 20%, nature of the critical path endpoint primary output, non-filler cells, final 6000, fin crit share 65.8%, Chip Area, Yosys 54200 sq um, initial antenna violation count 8, Area Overhead vs Synth 14.1%, Adder Area Share 0%, Worst-Margin Slew about 1300 ps, status completed, Initial Util 30.3%, gpl congestion 0.908, cell count after synthesis 3502, Total Routing Usage GR approximately 22%, Post-Syn Area between 50000 and 60000 sq um, Top Ports between 100 and 150, Post-synth seq share 56.7%, WP data required between 15000 and 20000 ps, final wirelength ~190000 microns, largest net degree at the start of global routing a little under 80, overall power ~5.3 mW, clock sinks 1024, initial DRC count 2090, grt ovf 0, PostCTS Resize Cnt 0, FP Rows 155, worst-path maximum fanout 39, Crit Path Category input pin to primary output, fmax 0.0772 GHz, global-route wire length before repair between 200000 and 300000 microns, CP Launch Type input pin, Logic family by area multiplexers, H-tree depth 3, Hold Path Class input pin to flop, most common logic cell in the routed design edfxtp_1, share of cells above drive strength 1 25.3%, die width 427 microns, cell internal pwr 4.02 mW, switching share of power 24.3%, Synth cell types 42, Die Area 182000 sq um, placed cell count 5797, min Tclk post-route 12960 ps, Lkg Pwr 20.8 nW, vias in the first global route 35.3k, 1st-pass router iterations 5, RSZ-0062 raised after global routing false, post-DR vias/cell around 5.4, and+or+nand+nor area frac about an eighth, Core Area 179000 sq um, aoi share roughly 3.7%, Final setup violation count 0, wire length per cell 30.9 microns, Comb pwr share between 10 and 15%, largest area contributor in the netlist edfxtp_1
## worst paths after layout
path	slack (ps)	to	from
worst max-delay path	6740	rs2_data[7]	rs2_addr[0]
worst min-delay path	3840	regs[0][19]	rst
## cell families (layout without fill, tap and decap cells)
| logic type | count (synthesis) | count (layout) |
|---|---|---|
| buffers and inverters | 389 | 498 |
| flip-flops | 1024 | 1024 |
| AND-OR/OR-AND | 259 | 259 |
| multiplexers | 652 | 652 |
| AND/OR/NAND/NOR | 1177 | 1177 |
| other | 1 | 35 |
## layer usage
| layer | GRT usage [%] | share of wire (%) | vias up | wire length (microns) |
|---|---|---|---|---|
| met5 | 0.926 | 0.11 | - | 205 |
| met4 | 9.08 | 5.3 | 10 | 9770 |
| met3 | 15.3 | 16 | 398 | 29600 |
| met2 | 32.5 | 46 | 2318 | 85800 |
| met1 | 24.3 | 32 | 16258 | 60200 |
| li1 | - | - | 13675 | - |
## Yosys cell counts, drive strengths merged
cell type	n
nand2b	5
a221oi	4
nand4bb	2
o221ai	1
mux4	472
a22o	51
or3b	4
or4b	1
a22oi	16
mux2i	150
nor4	6
mux2	30
nand4b	1
or3	2
nor2	36
buf	115
o22ai	103
inv	2
nor2b	14
a32o	4
o21ai	4
nor3	54
a211oi	7
and2	995
conb	1
or2	33
a21oi	12
nor4b	3
edfxtp	1024
nand3b	5
nand2	7
and3	3
and4b	1
nand3	5
a221o	2
clkbuf	272
a2111oi	55
## metrics by stage
stage          util, %  hold WS (ps)  setup WS (ps)
2_1_floorplan        -          4140          10220
3_3_place_gp      32.6          4580           6780
3_5_place_dp      32.6          4580           6690
4_1_cts           34.6          3800           6670
5_1_grt           34.6          3810           6460
6_report          34.6          3840           6740
## power by group through the flow
stage / sequential (mW) / clock [mW] / combinational, mW
final: 2.58 / 2.09 / 0.648
after global routing: 2.59 / 2.19 / 0.681
after CTS: 2.58 / 2.11 / 0.651
## cell type report
class,instances,area [sq um]
Fill cell,16681,117000
Sequential cell,1024,30700
Multi-Input combinational cell,2120,22100
Tap cell,2355,2950
Clock buffer,131,2920
Timing Repair Buffer,296,2520
Clock inverter,69,657
Inverter,2,7.51
Antenna cell,3,7.51
## worst max-delay path, cell delays in order
cell             delay [ps]
buf_8                   330
buf_4                   650
buf_4                   650
buf_4                   680
mux4_2                  590
a22o_1                  250
a2111oi_1              1070
buf_4                   250
nor3_1                   70
clkdlybuf4s50_1         430
Power is estimated from default activity; no workload was simulated.
