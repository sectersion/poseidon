File: ./run.sh
#!/bin/bash
# OpenROAD 26Q1-2900-gdf79404cd8, Yosys 0.63+post, stock flow scripts
make -C /OpenROAD-flow-scripts/flow DESIGN_CONFIG=/design/flow/config.mk WORK_HOME=/design/flow/orfs finish
File: ./config.mk
export PLATFORM = sky130hd
export DESIGN_NAME = if_stage
export DESIGN_NICKNAME = if_stage
export VERILOG_FILES = /design/flow/design.v
export SDC_FILE = /design/flow/constraint.sdc
export NUM_CORES = 4
export LEC_CHECK = 1
export CORE_AREA = 10 10 113 113
export DIE_AREA = 0 0 123 123
export SYNTH_HDL_FRONTEND = slang
export SYNTH_MEMORY_MAX_BITS = 65536
File: ./constraint.sdc
current_design if_stage

set clk_period 3.9
set clk_io_pct 0.2

create_clock -name clk0 -period $clk_period [get_ports {clk}]

set non_clock_inputs [all_inputs -no_clocks]
set_input_delay [expr $clk_period * $clk_io_pct] -clock clk0 $non_clock_inputs
set_output_delay [expr $clk_period * $clk_io_pct] -clock clk0 [all_outputs]
File: ./design.v
`timescale 1ns/1ps
package core_pkg;
typedef struct packed {
    logic        valid;
    logic [31:0] pc;
    logic [31:0] instr;
} if_id_t;
endpackage
`timescale 1ns/1ps
module if_stage (
    input  logic        clk,
    input  logic        rst,
    input  logic        stall,
    input  logic        redirect,
    input  logic [31:0] redirect_pc,
    output logic [31:0] pc_out,
    output logic [31:0] instr_out,
    output logic        valid_out
);
    logic [31:0] pc;
    instr_mem imem (
        .addr(pc),
        .instr(instr_out)
    );
    always_ff @(posedge clk or posedge rst) begin
    if (rst)
        pc <= 32'h00000000;
    else if (redirect)
        pc <= redirect_pc;         
    else if (!stall)
        pc <= pc + 4;
    end
    assign pc_out = pc;
    assign valid_out = !stall;
endmodule
`timescale 1ns/1ps
module instr_mem (
    input  logic [31:0] addr,
    output logic [31:0] instr
);
    logic [31:0] mem [0:255];   
    assign instr = mem[addr[9:2]];
endmodule
==> out/qor.yml <==
status:
  run_status: "completed"
final_layout:
  largest_register_ff_count: 32
  design_area_sq_um: 2907
  post_route_cells_drive_above_1_share: 0.05788
  syn_to_final_growth_pct: 37.21
  most_frequent_cells_in_the_layout: "sky130_fd_sc_hd__clkdlybuf4s50_1 (68), sky130_fd_sc_hd__conb_1 (32), sky130_fd_sc_hd__dfrtp_1 (32), sky130_fd_sc_hd__nand2_1 (28), sky130_fd_sc_hd__nor2_1 (17)"
  layout.cells.most_common: "sky130_fd_sc_hd__clkdlybuf4s50_1"
synth:
  edff_count_synth: 0
  synth_async_sr_flop_share: 1.000
  ys_cells: 246
  syn-cell-area_sq_um: 2118
  yosys_register_bits: 32
  yosys_area_sq_um: 2118
  seq_area_frac_synth: 0.3780
  count_of_mapped_cells_out_of_synthesis: 246
  synthesis.area_per_instance_sq_um: 8.611
  yosys_warnings: 0
  post_synth_num_cell_types: 37
  postSynth.topFlopCell: "sky130_fd_sc_hd__dfrtp_1"
placed_design:
  placement.setup.worst_slack_ns: 0.8599
  gp_congestion: 0.8826
  port_buffers: 68
  placed_cell_area_sq_um: 2816
  dp.final_hpwl_microns: 4932
timing:
  slew_viol_final: 0
  finClkSkew_ns: 0.003357
  number_of_hold_slack_violations_in_the_final_timing_report: 0
  fin_setup_tns_ns: 0
  worst_slew_pin_tran_ns: 0.5019
  finalWorstSetupSlack_ns: 1.148
  fmax_mhz: 363.3
  maxSlewHeadroom: 0.6644
  layout_min_cycle_time_ns: 2.752
  setup_viol_count_final: 0
  post-route-period-util: 0.7057
  unrepaired_setup_endpoints_after_global_routing: "false"
worst_hold_path:
  hold_start: "pc_out[1]"
  min_delay_path_depth: 1
  hp-class: "register to register"
worst_setup_path:
  timing.rr.end: "pc_out[28]"
  critPathLaunchType: "primary input"
  cp_cell_sequence: "clkdlybuf4s50_1 > nand4b_4 > or4_1 > or4_1 > a31oi_1"
  cp-endpoint: "pc_out[28]"
  timing.critical_path.slowest_cell_delay_ns: 0.68
  startpoint: "stall"
  worst-path-max-fanout: 8
  worst_setup_ep_type: "register"
  critical_path_buf_inv_count: 1
  category_of_the_most_critical_setup_path: "primary input to register"
  cp_num_cells: 5
  worst-endpoint-required_ns: 4.10
  worst-endpoint-arrival_ns: 2.95
  timing.critical_path.mode_cell: "sky130_fd_sc_hd__or4_1"
  reg2reg_from: "pc_out[2]"
  reg2reg_depth: 5
  critical-path-slowest-cell: "sky130_fd_sc_hd__or4_1"
  reg2reg_setup_slack_ns: 1.63
  critical_path.top_delay_family: "simple AND/OR/NAND/NOR gates"
cts:
  htree_num_levels: 2
  clock_network_latency_to_the_later_pin_of_the_worst_skew_pair_ns: 0.28
  cts-buffers-inserted: 5
  post-cts-setup-buffer-count: 0
  cts_tree: "built"
  clk_root_buffer_cell: "sky130_fd_sc_hd__clkbuf_8"
  num_clock_sinks: 32
  worst_setup_hold_path_clk_slew_ns: 0.06
  postCtsHoldBufs: 0
  max-clock-path-buffers: 2
  post_cts.resized_instances: 0
pwr:
  cellPowerDensity_nw_per_um2: 298.4
  combinationalPowerShare: 0.220
  power.leakage_nw: 1.123
  power.share.switching: 0.2736
  proportion_of_power_drawn_by_flip_flops_and_latches: 0.475
  cell_internal_pwr_mw: 0.6301
  clock_power_share: 0.305
  switching_power_mw: 0.2373
  power.ir.vdd_worst_mv: 0.1781
die:
  floorplan.initialDensity: 0.2052
  die_h_microns: 123
  placementRows: 37
  floorplan.core_area_sq_um: 10320
  ios: 101
  die_w_microns: 123
  chip_area_sq_um: 15130
drt:
  routed-via-count: 1912
  wl_per_cell_microns: 14.19
  drt-vias-per-instance: 4.277
  postRouteWirelength_microns: 6344
  drt_first_iter_violations: 89
  detail_route.drc_violations: 0
  number_of_nets_with_antenna_violations_after_routing: 0
  first_pass_iters: 4
  insertedDiodeCount: 0
global_route:
  grt_pass1_vias: 1903
  global_route_wire_length_before_repair_microns: 9832
  grt_start_max_net_pins: 38
  initial_antenna_violation_count: 0
  grt_overflow_total: 0
  all_layer_global_routing_usage: 0.08074
run:
  tool_warnings: 25
  timing.max_cap.violations: 0
[worst register-to-register path, stage by stage, from the launching register on]
cell and delay (ns):
sky130_fd_sc_hd__dfrtp_1 0.48, sky130_fd_sc_hd__ha_1 0.30, sky130_fd_sc_hd__and2_1 0.18, sky130_fd_sc_hd__nand4_1 0.42, sky130_fd_sc_hd__or4_1 0.65, sky130_fd_sc_hd__a31oi_1 0.17
[cell families (layout without fill, tap and decap cells)]
| family | Yosys count | after routing | share of synthesized area |
|---|---|---|---|
| AOI/OAI and AO/OA | 45 | 45 | 0.1376 |
| xor gates and xnor gates | 12 | 12 | 0.04962 |
| adders and majority gates | 1 | 1 | 0.005906 |
| buffers and inverters | 52 | 86 | 0.1500 |
| DFF | 32 | 32 | 0.3780 |
| muxes | 3 | 3 | 0.01536 |
| other | 1 | 32 | 0.001770 |
| and+or+nand+nor | 100 | 100 | 0.2617 |
[area by class of cell]
| cell class | count | area [sq um] |
|---|---|---|
| clock buffer | 8 | 90.09 |
| fill | 1089 | 7417 |
| inverter | 7 | 26.28 |
| multi-input combinational | 193 | 1116 |
| sequential | 32 | 800.8 |
| tap | 136 | 170.2 |
| timing repair buffer | 71 | 703.2 |
[synthesized netlist by cell type, types with 6 or more instances]
library cell / count / area (sq um)
sky130_fd_sc_hd__nand4_1: 7 / 43.79
sky130_fd_sc_hd__o31ai_1: 11 / 82.58
sky130_fd_sc_hd__nand2_1: 28 / 105.1
sky130_fd_sc_hd__xor2_1: 6 / 52.55
sky130_fd_sc_hd__buf_4: 32 / 240.2
sky130_fd_sc_hd__inv_1: 7 / 26.28
sky130_fd_sc_hd__dfrtp_1: 32 / 800.8
sky130_fd_sc_hd__xnor2_1: 6 / 52.55
sky130_fd_sc_hd__a31oi_1: 14 / 87.58
sky130_fd_sc_hd__o21ai_0: 15 / 75.07
sky130_fd_sc_hd__or4_1: 13 / 97.59
sky130_fd_sc_hd__nand3_1: 10 / 50.05
sky130_fd_sc_hd__nor2_1: 17 / 63.81
sky130_fd_sc_hd__clkbuf_1: 10 / 37.54
[worst min-delay path by stage]
stage | to | slack (ns)
4_1_cts | pc_out[1] | 0.52
5_1_grt | pc_out[0] | 0.53
6_report | pc_out[1] | 0.51
[metrics by stage]
stage | util | hold slack [ns] | power [mW] | cells
after global routing | 0.2815 | 0.5322 | 0.9192 | 447
after detailed placement | 0.2728 | 0.5002 | 0.6113 | 439
final | 0.2815 | 0.5115 | 0.8674 | 447
after global placement | 0.2728 | 0.4904 | 0.6108 | 439
after floorplan | - | 0.4556 | 0.4977 | 277
after CTS | 0.2815 | 0.5198 | 0.8780 | 447
[power by group through the flow]
stage     combinational [mW]  sequential (mW)  clock, mW
4_1_cts                0.196            0.412      0.270
5_1_grt                0.216            0.418      0.286
6_report               0.191            0.412      0.265
[routing by layer]
metal,wire length (microns),vias up,global-route usage
met1,2949,868,0.1158
met2,2638,91,0.1138
met4,0,0,0.003639
met3,756,0,0.03932
met5,0,-,0
li1,-,953,-
Power is estimated from default activity; no workload was simulated.
