==> flow/run.sh <==
#!/bin/bash
# OpenROAD 26Q1-2900-gdf79404cd8, Yosys 0.63+post, stock flow scripts
make -C /OpenROAD-flow-scripts/flow DESIGN_CONFIG=/design/flow/config.mk WORK_HOME=/design/flow/orfs finish
==> flow/config.mk <==
export PLATFORM = sky130hd
export DESIGN_NAME = reg_en_flush
export DESIGN_NICKNAME = reg_en_flush
export VERILOG_FILES = /design/flow/design.v
export SDC_FILE = /design/flow/constraint.sdc
export NUM_CORES = 4
export LEC_CHECK = 1
export CORE_UTILIZATION = 30
export SYNTH_HDL_FRONTEND = slang
==> flow/constraint.sdc <==
current_design reg_en_flush

set clk_period 2.0
set clk_io_pct 0.2

create_clock -name clk0 -period $clk_period [get_ports {clk}]

set non_clock_inputs [all_inputs -no_clocks]
set_input_delay [expr $clk_period * $clk_io_pct] -clock clk0 $non_clock_inputs
set_output_delay [expr $clk_period * $clk_io_pct] -clock clk0 [all_outputs]
==> flow/design.v <==
`timescale 1ns/1ps
package core_pkg;
typedef struct packed {
    logic        valid;
    logic [31:0] pc;
    logic [31:0] instr;
} if_id_t;
endpackage
`timescale 1ns/1ps
module reg_en_flush #(
    parameter int WIDTH = 32,
    parameter logic [WIDTH-1:0] RESET_VALUE = '0
)(
    input  logic                     clk,
    input  logic                     rst,
    input  logic                     en,
    input  logic                     flush,
    input  logic [WIDTH-1:0]         d,
    output logic [WIDTH-1:0]         q
);
always_ff @(posedge clk) begin
    if (rst)
        q <= RESET_VALUE;
    else if (flush)
        q <= RESET_VALUE;
    else if (en)
        q <= d;
end
endmodule
==> results_slide.txt <==
Flow Results at a Glance

Worst setup path
  – CP Data Arrival Time: around 1.1 ns
  – CP max stage delay: around 0.48 ns
  – R2R Path End: q[31]
  – Crit path cell chain: clkdlybuf4s50_1
  – Top Family by Delay on Critical Path: buffers and inverters
  – Crit Path Max Fanout: 2
  – Critical Path RT: 1.60 ns
  – R2R setup slack: roughly 1.4 ns
  – R2R depth: 2
  – CP Class: reg -> out
  – Crit. End Element: output port
  – CP Launch Type: flop
  – CP max-delay cell: clkdlybuf4s50_1
  – Crit path buffers/inverters: 1
  – Crit Reg-Reg Startpoint: q[31]

Logic synthesis
  – Cell Area, Synth: between 1000 and 1500 um2
  – Distinct cell type count after synthesis: 7
  – Cells in synth_stat.txt: 105
  – Post-synth top area cell: dfxtp_1
  – Area leader share: between 50 and 60%
  – Yosys synthesis chip area: between 1000 and 1500 um2
  – Syn Area/Cell: about 11 um2
  – Top cells by area: dfxtp_1, mux2i_1, nor2_1
  – Post-synthesis sequential area ratio: 55.41%
  – Synth Instances: between 100 and 150
  – Ys Warns: 0
  – Registers, synthesis: 32

Clock tree
  – CTS tree: yes
  – Quantity of gates resized following cts: 0
  – Post-CTS setup buffers: 0
  – Hold_buf cts: 0
  – H-Tree Depth: 2
  – Clk Latency, worst-skew pair: 0.27 ns
  – Clock transition at path regs: approximately 0.060 ns
  – CTS sink count: 32
  – CTS Buf Count: 5
  – CTS root buf: clkbuf_8
  – CTS max path bufs: 2

Drt
  – WL final: around 2400 um
  – Via density: 4.185
  – Per-cell routed wire length: approximately 11 um
  – Residual DRC: 0
  – Via count: 929
  – Diode count: 0
  – Post-route ant nets: 0
  – Initial DRC Count: 13
  – Initial DRT Pass Iterations: 4

Power and ir drop
  – Worst vdd ir: roughly 340 uV
  – Leakage: 0.7981 nW
  – Cell Pwr Density: roughly 670 nW/um2

Timing
  – Setup ws final: about 0.5 ns
  – Final setup violation count: 0
  – Fmax: around 670 MHz
  – Final worst-path cycle share: 74.76%
  – RSZ-0062 raised after global routing: no
  – Worst Hold Slack: around 0.49 ns
  – Total negative slack: 0 ns
  – Slew @ Worst Pin: between 0.3 and 0.4 ns
  – Final setup skew: 0 ns
  – Fin crit period: roughly 1.5 ns
  – Final Slew Violations: 0
  – Rel. slew slack: around three quarters
  – Final Hold Viols: 0

Floorplan
  – Chip height: 64.08 um
  – CORE AREA: roughly 3700 um2
  – IO Pins: between 60 and 70
  – Die area: just over 4000 um2
  – Die X: approximately 64 um
  – Row count: 22
  – Floorplan utilization: 31.34%

Final layout
  – Share of cells above drive strength 1: roughly 5.7%
  – Largest Register: q
  – Finished Layout Cells: 222
  – Area Overhead vs Synth: 66.56%
  – Register area: roughly 640 um2
  – Comb gate area: between 400 and 500 um2
  – Filler cell count: approximately 330
  – Top Registers: q: 32 flops
  – Max reg flops: 32

Placement
  – Place WS: just under 0.6 ns
  – Gpl congestion: just over 0.8
  – Hpwl dp: ~1800 um
  – IO buf count: ~67
  – Cells after DPL: 215

GRT
  – Total congestion overflow: 0
  – Pin count of the biggest net entering global routing: 22
  – Gr usage total: 12.52%
  – First-pass GRT wire length: roughly 4000 um
  – Initial antenna violation count: 0
  – Vias in the first global route: approximately 900

Worst hold path
  – Hold Path Depth: 2
  – Hold Crit Start: q[20]
  – Hold Crit Class: reg -> reg
  – Hold path endpoint: q[20]

Job
  – Tool Warnings: 25
  – Max-cap violations: 0

Run status
  – Status: complete, no violations
==> synth_stat cells (all sizes together) <==
cell type / number
nor2: 32
dfxtp: 32
mux2i: 32
or2: 1
buf: 7
clkbuf: 1
==> final cells by class <==
type                            instances  area share [%]
Clock buffer                            6           3.769
Tap cell                               48           3.119
Clock inverter                          1          0.2599
Sequential cell                        32           33.27
Timing Repair Buffer                   70           36.39
Multi-Input combinational cell         65           23.20
==> cells in the final DEF, fill, tap and decap left out <==
| master | n |
|---|---|
| clkinv_2 | 1 |
| clkdlybuf4s50_1 | 66 |
| buf_2 | 1 |
| buf_4 | 2 |
| clkbuf_1 | 1 |
| nor2_1 | 32 |
| clkbuf_8 | 5 |
| or2_1 | 1 |
| buf_12 | 1 |
| dfxtp_1 | 32 |
| mux2i_1 | 32 |
==> metrics by stage <==
| step | util (%) | power [mW] | cell area, um2 |
|---|---|---|---|
| after global placement | 50.10 | 0.8643 | 1848 |
| after detailed placement | 50.10 | 0.8651 | 1848 |
| after CTS | 52.20 | 1.321 | 1926 |
| after floorplan | - | 0.7523 | 1156 |
| final | 52.20 | 1.297 | 1926 |
| after global routing | 52.20 | 1.357 | 1926 |
==> logic make-up (layout without fill, tap and decap cells) <==
kind of cell | Yosys count | in the layout | synth area share [%]
AND/OR/NAND/NOR | 33 | 33 | 10.93
multiplexers | 32 | 32 | 27.71
flip-flops | 32 | 32 | 55.41
buffers and inverters | 8 | 77 | 5.952
==> where the power goes <==
| group | internal [mW] | leakage (nW) | total [mW] | switching [mW] |
|---|---|---|---|---|
| clock network | 0.236 | 0.0410 | 0.448 | 0.213 |
| logic | 0.128 | 0.496 | 0.180 | 0.0516 |
| registers | 0.659 | 0.261 | 0.669 | 0.0101 |
| total | 1.02 | 0.798 | 1.30 | 0.274 |
==> worst max-delay path by stage <==
stage                 start     to  slack [ns]  cells past startpoint
final                 q[13]  q[13]        0.50                      1
after global routing  q[13]  q[13]        0.46                      1
after CTS             q[13]  q[13]        0.48                      1
==> layer usage <==
metal  up-vias  routed length [um]  share of wire, %  GRT usage, %
li1        479                   -                 -             -
met3         4                 223               9.3         4.529
met4         0                  26               1.1         1.989
met1       401                1092                45         17.75
met5         -                   0                 0             0
met2        45                1062                44         19.15
No activity file was given, so power comes from the tool's default toggle rates.
